**design.v**
```verilog
module decrypt(clk, start, finished, read_data, write_en_s, data, address_s, address_e, write_en_d, read_encrypt_data);
input clk, start;
input [7:0] read_data, read_encrypt_data;
output finished, write_en_d, write_en_s;
output [7:0] data, address_s;
output [7:0] address_e;
wire reset, add, update_addr_i, update_j, update_addr_j, store_data_i, store_data_j, update_data_i, update_data_j,
     update_addr_i_j, update_addr_k, update_f, store_encrypt, update_data_f, increment_k;
wire [7:0] mem_i, mem_j, mem_e, f;
parameter idle 					= 24'b000000_000_000_000_000_000_000;
parameter reset_all                		= 24'b000001_000_000_000_000_000_001;
parameter check_k                     		= 24'b000010_000_000_000_000_000_000;
parameter increment_i                   	= 24'b000011_000_000_000_000_000_010;
parameter update_address_i  		   	= 24'b000100_000_000_000_000_000_100;
parameter wait_clock1 			   	= 24'b000101_000_000_000_000_000_000;
parameter wait_clock2 				= 24'b000110_000_000_000_000_000_000;
parameter update_j_store_i 			= 24'b000111_000_000_000_000_101_000;
parameter update_address_j 			= 24'b001000_000_000_000_000_010_000;
parameter wait_clock3 				= 24'b001001_000_000_000_000_000_000;
parameter wait_clock4 				= 24'b001010_000_000_000_000_000_000;
parameter store_j_update_data_i 		= 24'b001011_000_000_000_011_000_000;
parameter write_j_i 				= 24'b001100_001_000_000_000_000_000;
parameter update_address_i_update_data_j 	= 24'b001101_000_000_000_100_000_100;
parameter write_i_j 				= 24'b001110_001_000_000_000_000_000;
parameter update_address_i_j 			= 24'b001111_000_000_001_000_000_000;
parameter wait_clock5 				= 24'b010000_000_000_000_000_000_000;
parameter wait_clock6 				= 24'b010001_000_000_000_000_000_000;
parameter update_f_address_k 			= 24'b010010_000_000_110_000_000_000;
parameter wait_clock7 				= 24'b010011_000_000_000_000_000_000;
parameter wait_clock8 				= 24'b010100_000_000_000_000_000_000;
parameter store_encr 				= 24'b010101_000_001_000_000_000_000;
parameter up_data_f 				= 24'b010110_000_010_000_000_000_000;
parameter write_f 				= 24'b010111_010_000_000_000_000_000;
parameter k_adder 				= 24'b011000_000_100_000_000_000_000;
parameter reset_k				= 24'b011001_000_000_000_000_000_001;
parameter finish 				= 24'b011010_100_000_000_000_000_000;
parameter finish1 				= 24'b011011_100_000_000_000_000_000;
reg [7:0] k;
reg [7:0] i;
reg [7:0] j;
wire [7:0] xor_f = {f[7] ^ mem_e[7], f[6] ^ mem_e[6], f[5] ^ mem_e[5], f[4] ^ mem_e[4], f[3] ^ mem_e[3], f[2] ^ mem_e[2], f[1] ^ mem_e[1], f[0] ^ mem_e[0]};  
reg [23:0] state;
assign reset          = state[0];
assign add            = state[1];
assign update_addr_i  = state[2];
assign update_j       = state[3];
assign update_addr_j  = state[4];
assign store_data_i   = state[5];
assign store_data_j   = state[6];
assign update_data_i  = state[7];
assign update_data_j  = state[8];
assign update_addr_i_j= state[9];
assign update_addr_k  = state[10];
assign update_f       = state[11];
assign store_encrypt  = state[12];
assign update_data_f  = state[13];
assign increment_k    = state[14];
assign write_en_s     = state[15];
assign write_en_d     = state[16];
assign finished       = state[17];
always_ff @(posedge clk) begin
case(state)
  idle: begin
	 if (start) begin
		state <= reset_all;  
	  end
	end
   reset_all: state <= check_k; 
   check_k: begin 
	     if (k == 8'd32)  
	       state <= reset_k;
	     else
	       state <= increment_i;  
	    end
   increment_i: state <= update_address_i;  
   update_address_i: state <= wait_clock1;  
   wait_clock1: state <= wait_clock2;
   wait_clock2: state <= update_j_store_i;  
   update_j_store_i: state <= update_address_j;  
   update_address_j: state <= wait_clock3;
   wait_clock3: state <= wait_clock4;
   wait_clock4: state <= store_j_update_data_i;  
   store_j_update_data_i: state <= write_j_i;  
   write_j_i: state <= update_address_i_update_data_j;  
   update_address_i_update_data_j: state <= write_i_j;  
   write_i_j: state <= update_address_i_j;  
   update_address_i_j: state <= wait_clock5;
   wait_clock5: state <= wait_clock6;
   wait_clock6: state <= update_f_address_k;  
   update_f_address_k: state <= wait_clock7;
   wait_clock7: state <= wait_clock8;
   wait_clock8: state <= store_encr;  
   store_encr: state <= up_data_f;  
   up_data_f: state <= write_f;  
   write_f: state <= k_adder;  
   k_adder: state <= check_k;  
   reset_k: state <= finish;
   finish: state <= finish1;
   finish1: state <= idle; 
default state <= idle;
endcase
end
flopr_en #(8)   counter_add (.clk(clk), .clr(reset), .d(i+1'b1), .q(i), .en(add)); 
flopr_en #(8)   addr_i (.clk(clk), .clr(reset), .d(update_addr_i_j ? (mem_i + mem_j) : (update_addr_i ? i : j) ), 
			.q(address_s), .en(update_addr_i | update_addr_j | update_addr_i_j));  
flopr_en #(8)   j_update (.clk(clk), .clr(reset), .d(j+read_data), .q(j), .en(update_j));
flopr_en #(8)   store_i (.clk(clk), .clr(reset), .d(read_data), .q(mem_i), .en(store_data_i));
flopr_en #(8)   store_j (.clk(clk), .clr(reset), .d(read_data), .q(mem_j), .en(store_data_j));
flopr_en #(8)   data_i (.clk(clk), .clr(reset), .d(update_data_f ? xor_f : (update_data_i ? mem_i : mem_j) ), 
			.q(data), .en(update_data_i | update_data_f | update_data_j) );  
flopr_en #(8)   addr_k (.clk(clk), .clr(reset), .d(k), .q(address_e), .en(update_addr_k));
flopr_en #(8)   f_update (.clk(clk), .clr(reset), .d(read_data), .q(f), .en(update_f));
flopr_en #(8)   encrypt_mem_store (.clk(clk), .clr(reset), .d(read_encrypt_data), .q(mem_e), .en(store_encrypt));
flopr_en #(8)   add_k (.clk(clk), .clr(reset), .d(k+1'b1), .q(k), .en(increment_k));
endmodule
module initialize_mem(clk, start, write, finished, address, finished_shuffle);
input clk, start, finished_shuffle;
output write, finished;
output [7:0] address;
wire update_data, reset, add;
reg [7:0] count;
reg [8:0] state;
parameter idle            = 9'b0000_00000;
parameter reset_count     = 9'b0001_00001;
parameter check_counter   = 9'b0010_00000;
parameter update_mem      = 9'b0011_00010;
parameter write_mem       = 9'b0100_00100;
parameter increment_count = 9'b0101_10000;
parameter reset_counter   = 9'b0110_00001;
parameter finish          = 9'b0111_01000;
parameter finish1         = 9'b1000_01000;
parameter wait_for_finish = 9'b1001_00000;
parameter update_mem1      = 9'b1011_00010;
parameter write_mem1       = 9'b1100_00100;
assign reset        = state[0];
assign update_data  = state[1];
assign write        = state[2];
assign finished     = state[3];
assign add          = state[4];
always_ff @(posedge clk) begin
case(state)
  idle: begin
	 if (start) begin
		state <= reset_count;  
	  end
	end
  reset_count: state <= check_counter;
  check_counter: begin 
		  if (count == 8'd255)  
	            state <= update_mem1; 
		  else
		    state <= update_mem;  
		 end 
  update_mem: state <= write_mem;  
  write_mem: state <= increment_count;  
  increment_count: state <= check_counter;  
  update_mem1: state <= write_mem1;
  write_mem1: state <= reset_counter;
  reset_counter: state <= finish;
  finish: state <= finish1;
  finish1: state <= wait_for_finish;
  wait_for_finish: begin 
	            if (finished_shuffle == 1'b1)  
	             state <= idle;
	            else
	             state <= wait_for_finish;
	           end 
  default: state <= idle;
endcase  
end
flopr_en #(8)    address_update(.clk(clk), .clr(reset), .d(count), .q(address), .en(update_data));  
flopr_en #(8)   counter_add (.clk(clk), .clr(reset), .d(count+1'b1), .q(count), .en(add));  
endmodule
module flopr_en(clk, clr, d, q, en);  
 parameter n = 1;
 input clk, clr, en;
 input [n-1:0] d;
 output reg [n-1:0] q;
 wire [n-1:0] next_out;
 assign next_out = en ? d : q;
 always @(posedge clk or posedge clr) begin
   if(clr) q <= {n{1'b0}};
   else q <= next_out;
 end 
endmodule
```
**config.mk**
```make
export PLATFORM = sky130hd
export DESIGN_NAME = decrypt
export DESIGN_NICKNAME = decrypt
export VERILOG_FILES = /design/flow/design.v
export SDC_FILE = /design/flow/constraint.sdc
export NUM_CORES = 4
export LEC_CHECK = 1
export CORE_UTILIZATION = 50
```
**constraint.sdc**
```tcl
current_design decrypt

set clk_period 2.7
set clk_io_pct 0.2

create_clock -name clk0 -period $clk_period [get_ports {clk}]

set non_clock_inputs [all_inputs -no_clocks]
set_input_delay [expr $clk_period * $clk_io_pct] -clock clk0 $non_clock_inputs
set_output_delay [expr $clk_period * $clk_io_pct] -clock clk0 [all_outputs]
```
**run.sh**
```bash
#!/bin/bash
# OpenROAD 26Q1-2900-gdf79404cd8, Yosys 0.63+post, stock flow scripts
make -C /OpenROAD-flow-scripts/flow DESIGN_CONFIG=/design/flow/config.mk WORK_HOME=/design/flow/orfs finish
```
==> impl_metrics.py <==
# Metrics from the implementation run
metrics = {
    "route": {
        "dr.pass1.iters": 5,
        "drtAntennaViolNets": 0,
        "first_drt_iteration_drcs": 286,
        "antenna_cells": 0,
        "wl_microns": 12000,
        "remaining_drcs": 0,
        "via_total_after_detailed_routing": 3917,
        "routedWlPerCell_microns": 17.47,
        "via_per_inst": 5.702,
    },
    "job": {
        "warning_count": 27,
        "maxCapViolCount": 0,
    },
    "yosys": {
        "yosysUniqueCellTypes": 50,
        "yosys-stat-area_sq_um": 5320,
        "synth_flops": 100,
        "synth_area_sq_um": 5320,
        "synth-async-reset-ratio_pct": 80.00,
        "synthTopCellsByArea": "dfrtp_1 38%, edfxtp_1 11%, mux2_2 9.3%",
        "synth_seq_share_pct": 48.92,
        "synthesis.instances": 493,
        "ys_dominant_reg_cell": "dfrtp_1",
        "yosys_instances": 493,
        "synth_area_per_cell_sq_um": 10.79,
        "largest_area_cell": "dfrtp_1",
        "edf_count": 20,
        "yosys.area.top_type_share_pct": 37.63,
        "yosysWarningCount": 2,
    },
    "cells_and_area": {
        "finalInstanceArea_sq_um": 6202,
        "layout-area-overhead-vs-synth_pct": 16.58,
        "share_of_post_route_cells_with_drive_strength_above_1_pct": 16.15,
        "n_fill_cell": 852,
        "seqCellArea_sq_um": 2603,
        "final_cells": 687,
        "final-comb-area_sq_um": 2576,
    },
    "place": {
        "dp_worst_setup_slack_ns": 0.1467,
        "cell_count_after_placement": 671,
        "place.detailed.hpwl_microns": 8536,
        "detailed_place.area_sq_um": 6015,
        "port_buffers": 44,
        "place_congestion": 0.8967,
    },
    "cts": {
        "cts_hold_buffers": 0,
        "cts-buffers-inserted": 9,
        "cts_resized": 0,
        "clk_pin_slew_worst_paths_ns": 0.10,
        "cts.repair_timing.setup_buffer_count": 0,
        "clock_tree.buffer_depth": 2,
        "cts_htree_levels": 3,
        "clock_sinks": 100,
        "cts_tree": "built",
        "cell_at_the_root_of_the_clock_tree": "clkbuf_8",
        "clkLatencyLatePin_ns": 0.37,
    },
    "floorplan": {
        "overall_die_height_microns": 105.2,
        "num_rows": 37,
        "core_area_sq_um": 10320,
        "fp_util_pct": 51.53,
        "die-width_microns": 105.2,
        "boundaryPins": 45,
        "dieArea_sq_um": 11060,
    },
    "power_and_ir_drop": {
        "seq_power_share_pct": 50.1,
        "ir_worst_vdd_mv": 0.5515,
        "power.static_leakage_uw": 0.002502,
        "internal-power_uw": 2903,
        "power_density_nw_per_um2": 691.2,
        "combinationalPowerShare_pct": 28.2,
        "power_switching_share_pct": 32.29,
        "power.share.clock_pct": 21.6,
        "p_switching_uw": 1384,
    },
    "sta": {
        "hold_violations": 0,
        "number_of_max_slew_violations_in_the_final_report": 0,
        "timing.final.ws_setup_ns": 0.3576,
        "final_worst_hold_slack_ns": 0.5007,
        "final.period_utilization_pct": 86.76,
        "finalSetupViolCount": 0,
        "finalWorstPathRequiredPeriod_ns": 2.342,
        "tns_ns": 0,
        "rsz0062_at_grt": "false",
        "max_slew_margin_pct": 57.97,
        "worst_slew_pin_slew_ns": 0.6305,
        "max_clock_freq_mhz": 426.9,
        "fin_worst_skew_ns": 0.009644,
    },
    "setup_path": {
        "critical_path_arrival_ns": 2.59,
        "worst-endpoint-required_ns": 2.95,
        "nature_of_the_critical_path_endpoint": "register",
        "critical_path_class": "reg2reg",
        "crit_fanout": 3,
        "timing.critical_path.from_type": "register",
    },
    "global_route": {
        "antenna_found_initial": 0,
        "grt_remaining_overflow": 0,
        "grt_start_max_net_pins": 52,
        "grt_usage_pct": 24.20,
        "via_count_of_the_first_global_routing_pass": 3788,
        "grt_first_pass_wirelength_microns": 19840,
    },
    "worst_hold_path": {
        "min_path_type": "reg2reg",
    },
    "run_status": {
        "status": "finished clean",
    },
}
==> kinds of logic (layout without fill, tap and decap cells) <==
kind of cell	Yosys count	count (layout)	share of synthesized area, %
xor+xnor	33	33	5.433
compound gates	68	68	7.996
flops	100	100	48.92
simple gates	174	174	17.69
buf+inv	38	96	2.705
fa+ha+maj	19	19	4.751
mux	61	61	12.51
==> worst max-delay path, cell delays in order, from the launching register on <==
cell	delay [ns]
edfxtp_1	0.42
or3_1	0.41
or4b_4	0.52
nor4_4	0.25
a31oi_1	0.13
or3_1	0.33
or4b_1	0.17
==> path summary, 6_finish.rpt <==
path	startpoint	to	slack, ns	cells after the start
max	state[11]	state[18]	0.36	6
min	counter_add.q[7]	counter_add.q[7]	0.50	1
max reg2reg	state[11]	state[18]	0.36	6
min reg2reg	counter_add.q[7]	counter_add.q[7]	0.50	1
max in group asynchronous	state[0]	addr_k.q[3]	1.19	3
min in group asynchronous	state[0]	addr_i.q[5]	0.53	2
==> cells in the final DEF, fill, tap and decap left out, types with 4 or more instances in the layout <==
cell type and n:
dfrtp_1 80, mux2_2 44, clkdlybuf4s50_1 44, nor2_1 40, nand2_1 29, xnor2_1 28
a21oi_1 23, buf_4 23, nor3_1 21, edfxtp_1 20, mux2i_1 17, ha_1 17
o21ai_0 14, nand3_1 14, inv_1 12, nand4_1 12, nor4_1 12, a211oi_1 10
nand3b_1 9, clkbuf_8 9, and3_1 5, xor2_1 5, or3_1 5, nor2b_1 4
a21o_1 4, nand4b_1 4
==> metrics by stage <==
stage / util, % / power, uW
floorplan: - / 2908
global placement: 58.26 / 3357
detailed placement: 58.26 / 3382
CTS: 60.08 / 4320
global route: 60.08 / 4588
finish: 60.08 / 4287
==> synthesized netlist by cell type (12+ instances only) <==
cell type	n
edfxtp_1	20
ha_1	17
mux2_2	44
nand3_1	14
mux2i_1	17
xnor2_1	28
inv_1	13
nand4_1	12
nor4_1	12
nor3_1	21
nand2_1	30
o21ai_0	14
clkbuf_1	14
dfrtp_1	80
nor2_1	40
a21oi_1	23
==> metal layers <==
| layer | GRT usage, % | vias to the layer above | part of all wire [%] |
|---|---|---|---|
| met1 | 43.48 | 1875 | 51 |
| met4 | 2.515 | 0 | 0.84 |
| met5 | 2.857 | - | 0 |
| met2 | 31.69 | 122 | 41 |
| li1 | - | 1911 | - |
| met3 | 6.353 | 9 | 7.7 |
==> area by class of cell <==
| class | instances | area share, % |
|---|---|---|
| inverter | 13 | 0.8473 |
| tap | 136 | 2.744 |
| clock buffer | 10 | 2.058 |
| sequential | 100 | 41.96 |
| clock inverter | 6 | 0.9683 |
| timing repair buffer | 67 | 9.885 |
| multi-input combinational | 355 | 41.54 |
==> state kept, by name, summed over array words and instances, names as in the netlist <==
name and count:
f_update.q 8, state 20, addr_k.q 8, store_j.q 8, data_i.q 8, addr_i.q 8, encrypt_mem_store.q 8, counter_add.q 8
add_k.q 8, store_i.q 8, j_update.q 8
==> power by group through the flow <==
| stage | Clock, uW | Combinational, uW | Sequential, uW |
|---|---|---|---|
| 4_1_cts | 956 | 1220 | 2150 |
| 5_1_grt | 1020 | 1370 | 2200 |
| 6_report | 928 | 1210 | 2150 |
Power figures rest on the tool's default switching activity, not on a simulated workload.

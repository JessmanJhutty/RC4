==> flow/design.v <==
module initialize_mem(clk, start, write, finished, address, finished_shuffle);
input clk, start, finished_shuffle;
output write, finished;
output [7:0] address;
wire update_data, reset, add;
reg [7:0] count;
reg [8:0] state;
parameter idle            = 9'b0000_00000;
parameter reset_count     = 9'b0001_00001;
parameter check_counter   = 9'b0010_00000;
parameter update_mem      = 9'b0011_00010;
parameter write_mem       = 9'b0100_00100;
parameter increment_count = 9'b0101_10000;
parameter reset_counter   = 9'b0110_00001;
parameter finish          = 9'b0111_01000;
parameter finish1         = 9'b1000_01000;
parameter wait_for_finish = 9'b1001_00000;
parameter update_mem1      = 9'b1011_00010;
parameter write_mem1       = 9'b1100_00100;
assign reset        = state[0];
assign update_data  = state[1];
assign write        = state[2];
assign finished     = state[3];
assign add          = state[4];
always_ff @(posedge clk) begin
case(state)
  idle: begin
	 if (start) begin
		state <= reset_count;  
	  end
	end
  reset_count: state <= check_counter;
  check_counter: begin 
		  if (count == 8'd255)  
	            state <= update_mem1; 
		  else
		    state <= update_mem;  
		 end 
  update_mem: state <= write_mem;  
  write_mem: state <= increment_count;  
  increment_count: state <= check_counter;  
  update_mem1: state <= write_mem1;
  write_mem1: state <= reset_counter;
  reset_counter: state <= finish;
  finish: state <= finish1;
  finish1: state <= wait_for_finish;
  wait_for_finish: begin 
	            if (finished_shuffle == 1'b1)  
	             state <= idle;
	            else
	             state <= wait_for_finish;
	           end 
  default: state <= idle;
endcase  
end
flopr_en #(8)    address_update(.clk(clk), .clr(reset), .d(count), .q(address), .en(update_data));  
flopr_en #(8)   counter_add (.clk(clk), .clr(reset), .d(count+1'b1), .q(count), .en(add));  
endmodule
module flopr_en(clk, clr, d, q, en);  
 parameter n = 1;
 input clk, clr, en;
 input [n-1:0] d;
 output reg [n-1:0] q;
 wire [n-1:0] next_out;
 assign next_out = en ? d : q;
 always @(posedge clk or posedge clr) begin
   if(clr) q <= {n{1'b0}};
   else q <= next_out;
 end 
endmodule
module shuffle(clk, start, finished, secret_key, read_data, write_en, data, address_out, finish_rest);
input clk, start, finish_rest;
input [23:0] secret_key;
input [7:0] read_data;
output finished, write_en;
output [7:0] data, address_out;
wire [7:0] secret_key_output, secret_key_output_reg, mem_i, mem_j, address_in, data_in;
wire addr_sel, reset, update_address_in, update_address_out, update_j, update_mem_i, update_mem_j;
wire update_data_i, update_data_j, add, reg_enable_output, update_data, mem_sel;
parameter keylength = 8'd3;
parameter idle                           = 20'b000000_00000000000000;
parameter reset_all                      = 20'b000001_00000000000001;
parameter check_counter                  = 20'b000010_00000000000000;
parameter update_address_i               = 20'b000011_01000000000110;
parameter read_mem_i                     = 20'b000100_00000000001000;
parameter wait_clock_1                   = 20'b000101_00000000000000;
parameter wait_clock_2                   = 20'b000110_00000000000000;
parameter update_j_counter_update_mem_i  = 20'b000111_00000000110000;
parameter update_address_j               = 20'b001000_00000000000100;
parameter read_mem_j                     = 20'b001001_00000000001000;
parameter wait_clock_3                   = 20'b001010_00000000000000;
parameter wait_clock_4                   = 20'b001011_00000000000000;
parameter update_data_i_mem_j            = 20'b001100_00000011000000;
parameter write_j_to_i                   = 20'b001101_00000100000000;
parameter addr_i                         = 20'b001110_00000000000110;
parameter addr_out_update_data_j         = 20'b001111_00001010001000;
parameter write_i_to_j                   = 20'b010000_00000100000000;
parameter increment_count                = 20'b010001_00010000000000;
parameter reset_counter                  = 20'b010010_00000000000001;
parameter finish                         = 20'b010011_00100000000000;
parameter update_data_first              = 20'b010100_10000000000000;
parameter update_data_second             = 20'b010101_10000000000000;
parameter update_address_i1               = 20'b100011_01000000000110;
parameter read_mem_i1                     = 20'b100100_00000000001000;
parameter wait_clock_11                   = 20'b100101_00000000000000;
parameter wait_clock_21                   = 20'b100110_00000000000000;
parameter update_j_counter_update_mem_i1  = 20'b100111_00000000110000;
parameter update_address_j1               = 20'b101000_00000000000100;
parameter read_mem_j1                     = 20'b101001_00000000001000;
parameter wait_clock_31                   = 20'b101010_00000000000000;
parameter wait_clock_41                   = 20'b101011_00000000000000;
parameter update_data_i_mem_j1            = 20'b101100_00000011000000;
parameter write_j_to_i1                   = 20'b101101_00000100000000;
parameter addr_i1                         = 20'b101110_00000000000110;
parameter addr_out_update_data_j1         = 20'b101111_00001010001000;
parameter write_i_to_j1                   = 20'b110000_00000100000000;
parameter update_data_first1              = 20'b110100_10000000000000;
parameter update_data_second1             = 20'b110101_10000000000000;
parameter finish1                         = 20'b110011_00100000000000;
parameter wait_for_finish                 = 20'b110100_00000000000000;
reg [7:0] count;  
reg [7:0] j;
reg [19:0] state;
assign reset                    = state[0];
assign addr_sel                 = state[1];
assign update_address_in        = state[2];
assign update_address_out       = state[3];
assign update_j                 = state[4];
assign update_mem_i             = state[5];
assign update_mem_j             = state[6];
assign update_data_i            = state[7];
assign write_en                 = state[8];
assign mem_sel                  = state[9];
assign add                      = state[10];
assign finished                 = state[11];
assign reg_enable_output        = state[12];
assign update_data              = state[13];
always_ff @(posedge clk) begin
case(state)
  idle: begin
	 if (start) begin
		state <= reset_all; 
	  end
	end
  reset_all: state <= check_counter;
  check_counter: begin 
		  if (count == 8'd255)
	            state <= update_address_i1;  
		  else
		    state <= update_address_i;
		 end 
  update_address_i: state <= read_mem_i;  
  read_mem_i: state <= wait_clock_1;
  wait_clock_1: state <= wait_clock_2;
  wait_clock_2: state <= update_j_counter_update_mem_i;  
  update_j_counter_update_mem_i: state <= update_address_j;  
  update_address_j: state <= read_mem_j;  
  read_mem_j: state <= wait_clock_3;
  wait_clock_3: state <= wait_clock_4;
  wait_clock_4: state <= update_data_i_mem_j;  
  update_data_i_mem_j: state <= update_data_first;  
  update_data_first: state <= write_j_to_i;  
  write_j_to_i: state <= addr_i;  
  addr_i: state <= addr_out_update_data_j;  
  addr_out_update_data_j: state <= update_data_second;  
  update_data_second: state <= write_i_to_j;  
  write_i_to_j: state <= increment_count;  
  increment_count: state <= check_counter;  
  update_address_i1: state <= read_mem_i1;
  read_mem_i1: state <= wait_clock_11;
  wait_clock_11: state <= wait_clock_21;
  wait_clock_21: state <= update_j_counter_update_mem_i1;
  update_j_counter_update_mem_i1: state <= update_address_j1;
  update_address_j1: state <= read_mem_j1;	
  read_mem_j1: state <= wait_clock_31;
  wait_clock_31: state <= wait_clock_41;
  wait_clock_41: state <= update_data_i_mem_j1;
  update_data_i_mem_j1: state <= update_data_first1;
  update_data_first1: state <= write_j_to_i1;
  write_j_to_i1: state <= addr_i1;
  addr_i1: state <= addr_out_update_data_j1;
  addr_out_update_data_j1: state <= update_data_second1;
  update_data_second1: state <= write_i_to_j1;
  write_i_to_j1: state <= reset_counter;
  reset_counter: state <= finish;
  finish: state <= finish1;
  finish1: state <= wait_for_finish;
  wait_for_finish: begin 
		  if (finish_rest == 1'b1)
	            state <= idle;
		  else
		    state <= wait_for_finish;
		 end 
  default: state <= idle;
endcase  
end
flopr_en #(8)   counter_add (.clk(clk), .clr(reset), .d(count+1'b1), .q(count), .en(add));
Mux3a #(8)      modselect(.a2(secret_key[7:0]), .a1(secret_key[15:8]), .a0(secret_key[23:16]), .s(count % keylength), .b(secret_key_output));
flopr_en #(8)   reg_secret_key(.clk(clk), .en(reg_enable_output), .d(secret_key_output), .clr(reset), .q(secret_key_output_reg));
flopr_en #(8)   j_add (.clk(clk), .clr(reset), .d(j + read_data + secret_key_output_reg), .q(j), .en(update_j));
flopr_en #(8)   data_i(.clk(clk), .clr(reset), .d(read_data), .q(mem_i), .en(update_mem_i));
flopr_en #(8)   data_j(.clk(clk), .clr(reset), .d(read_data), .q(mem_j), .en(update_mem_j));
flopr_en #(8)   address_in_reg(.clk(clk), .clr(reset), .d(addr_sel ? count : j), .q(address_in), .en(update_address_in));
flopr_en #(8)   address_out_reg(.clk(clk), .clr(reset), .d(address_in), .q(address_out), .en(update_address_out));
flopr_en #(8)   data_i_out(.clk(clk), .clr(reset), .d(mem_sel ? mem_j : mem_i), .q(data_in), .en(update_data_i));
flopr_en #(8)   data_out(.clk(clk), .clr(reset), .d(data_in), .q(data), .en(update_data));
endmodule
module Mux3a(a2, a1, a0, s, b) ;
  parameter k = 1 ;
  input [k-1:0] a0, a1, a2 ;   
  input [7:0]   s ;  
  output[k-1:0] b ;
  reg [k-1:0] b ;
  always @(*) begin
    case(s) 
      8'b000: b = a0 ;
      8'b001: b = a1 ;
      8'b010: b = a2 ;
      default: b =  {k{1'bx}} ;
    endcase
  end
endmodule
module vDFFE(clk, en, in, out) ;  
  parameter n = 1;   
  input clk, en ;
  input  [n-1:0] in ;
  output [n-1:0] out ;
  reg    [n-1:0] out ;
  wire   [n-1:0] next_out ;
  assign next_out = en ? in : out;
  always @(posedge clk)
    out <= next_out;  
endmodule 
==> flow/run.sh <==
#!/bin/bash
# OpenROAD 26Q1-2900-gdf79404cd8, Yosys 0.63+post, stock flow scripts
make -C /OpenROAD-flow-scripts/flow DESIGN_CONFIG=/design/flow/config.mk WORK_HOME=/design/flow/orfs finish
==> flow/config.mk <==
export PLATFORM = sky130hd
export DESIGN_NAME = shuffle
export DESIGN_NICKNAME = shuffle
export VERILOG_FILES = /design/flow/design.v
export SDC_FILE = /design/flow/constraint.sdc
export NUM_CORES = 4
export LEC_CHECK = 1
export CORE_UTILIZATION = 30
==> flow/constraint.sdc <==
current_design shuffle

set clk_period 6.0
set clk_io_pct 0.2

create_clock -name clk0 -period $clk_period [get_ports {clk}]

set non_clock_inputs [all_inputs -no_clocks]
set_input_delay [expr $clk_period * $clk_io_pct] -clock clk0 $non_clock_inputs
set_output_delay [expr $clk_period * $clk_io_pct] -clock clk0 [all_outputs]
==> ci_impl_report.md <==
## Synthesis and layout report

| Metric | Value |
|---|---|
| Run status | `complete, no violations` |
| Die X | `135 um` |
| Tool warnings | `28` |
| Yosys stat cell total | `511` |
| Crit path kind | `flop to flop` |
| CP Max Fanout | `17` |
| Final Hold Viols | `0` |
| Largest net degree at the start of global routing | `40` |
| Flop pwr share | `34.9%` |
| Final worst path period need | `4.46 ns` |
| Post-synth EDFFs | `19` |
| GRT Residual Overflow | `0` |
| CTS Buf Count | `9` |
| P_int | `2.02 mW` |
| Via Count | `4125` |
| Max incr delay on CP | `0.64 ns` |
| CP cell instances | `and3b_1 -> or3_1 -> a32oi_1 -> nand2_1 -> ha_1 -> nor3_1 -> nand2_1 -> xnor2_1 -> inv_1 -> ha_1 -> or3_1 -> o22ai_1 -> a22o_1 -> a221o_1` |
| Post-Place Cell Area | `0.00602 sq mm` |
| Post-synth ARST share | `79.1%` |
| Post-synthesis register bit count | `91` |
| Max Clk Rate | `224 MHz` |
| Remaining DRCs | `0` |
| Sw frac | `41.6%` |
| Latency at later pin | `0.35 ns` |
| Distinct lib cells used | `66` |
| H-tree levels | `3` |
| Worst-path clk slew | `0.07 ns` |
| DP Worst Slack | `1.62 ns` |
| I/O pins | `53` |
| Hold_buf cts | `0` |
| TritonRoute pass-1 iters | `5` |
| Crit Reg-Reg Startpoint | `counter_add.q[4]` |
| CTS resizes | `0` |
| Yosys chip area | `0.00532 sq mm` |
| Post-Synth Adder-Cell Area | `5.59%` |
| Top cells excl fill/tap | `72 x dfrtp_1, 52 x clkdlybuf4s50_1, 38 x nor2_1, 38 x mux2_2, 33 x nand2_1` |
| Pwr dens | `548 mW/mm^2` |
| Syn Std Cell Area | `0.00532 sq mm` |
| Clock Sink Count | `91` |
| CTS tree | `built` |
| Core Footprint | `0.0173 sq mm` |
| Rows | `48` |
| Combinational fraction of design power | `48.9%` |
| Syn Area/Cell | `10.4 sq um` |
| Iter 0 DRT Violations | `319` |
| Drt wl/cell | `16.8 um` |
| Register share after synthesis | `44.6%` |
| Worst Setup SP | `counter_add.q[4]` |
| Dominant combinational family | `simple AND/OR/NAND/NOR gates` |
| Max_slew headroom | `50.5%` |
| Max-slew violation count | `0` |
| Top cell excl fill/tap | `dfrtp_1` |
| Total Die Area | `0.0183 sq mm` |
| Layout cells sized above 1 | `12.6%` |
| Critical path arrival | `4.75 ns` |
| Die H | `135 um` |
| Worst Path Required | `6.28 ns` |
| Antenna Cells | `0` |
| Complex Gates by Area | `13.8%` |
| Initial antenna violation count | `0` |
| Simple-Gate Fraction of Synth Area | `17.2%` |
| Total track usage | `15.6%` |
| Vias in the first global route | `4000` |
| Pleak | `2.57 nW` |
| Setup TNS | `0 ns` |
| Crit path capture type | `flop` |
| Startpoint types | `flop` |
| Total Wirelength | `13100 um` |
| Crit share post-route | `74.4%` |
| Main flop type | `dfrtp_1` |
| CTS max path bufs | `2` |
| First-pass GRT wire length | `21500 um` |
| Root Driver | `clkbuf_16` |
| Switch Pwr | `1.44 mW` |
| Dpl hpwl | `9630 um` |
| Slowest-stage cell, CP | `dfrtp_1` |
| Min-delay worst type | `flop to async pin` |
| Xor/xnor share | `3.13%` |
| Cells after Synth | `511` |
| Mux share | `11.6%` |
| Setup bufs post-CTS | `0` |
| Maxcap violations | `0` |
| Final setup fails | `0` |
| Slew @ Worst Pin | `0.736 ns` |
| # port buffers | `52` |
| Synth-to-Final Area Change | `18.6%` |
| RD Place Congestion | `0.892` |
| Synthesis Warnings | `3` |
| ANT nets after route | `0` |
| Via/cell ratio | `5.29` |
| Max VDD drop | `0.257 mV` |
| RSZ-0062 raised after global routing | `no` |
| Final WS setup | `1.54 ns` |
| Clock share of power | `16.2%` |
| Fp util | `30.8%` |
| Fin Clk Skew | `0.00716 ns` |
| Design area | `0.00631 sq mm` |
logic make-up after synthesis:
logic type / Yosys count
DFF: 91
xor gates and xnor gates: 19
buffers and inverters: 50
muxes: 57
and+or+nand+nor: 170
adders and majority gates: 19
AOI/OAI and AO/OA: 105
synthesized netlist by cell type (all sizes together) (11+ instances only):
library cell	number	area share [%]
inv	22	1.6
mux2i	19	3.6
edfxtp	19	11
mux2	38	8.0
o21ai	11	1.0
clkbuf	17	1.2
nand3	11	1.0
xnor2	13	2.1
nor3	13	1.2
or3	11	1.4
nand2	33	2.3
buf	11	1.3
ha	11	2.6
a21oi	31	2.9
nor2b	11	1.3
nor2	38	2.7
dfrtp	72	34
layer usage:
metal	track usage [%]	part of all wire (%)	routed length [um]	vias up
met2	22.7	44	5810	134
li1	-	-	-	1956
met1	24.1	46	6030	2016
met5	0	0	0	-
met4	3.68	2.6	341	0
met3	3.86	6.9	907	19
final timing paths:
check	to	slack, ns	depth (start not counted)
setup / recovery	reg_secret_key.q[6]	1.54	14
hold / removal	j_add.q[6]	0.50	1
setup reg to reg	reg_secret_key.q[6]	1.54	14
hold reg to reg	j_add.q[6]	0.50	1
max in group asynchronous	data_i_out.q[6]	4.55	2
min in group clk0	data_i.q[0]	0.51	1
sequential cells by signal, indices dropped and copies added (netlist names):
signal,flops
counter_add.q,8
data_i_out.q,8
data_j.q,8
state,19
j_add.q,8
data_out.q,8
address_in_reg.q,8
data_i.q,8
reg_secret_key.q,8
address_out_reg.q,8
worst max-delay path: cells and delay by family (launching register included):
kind / cells / cell delay [ns]
flops: 1 / 0.64
simple gates: 6 / 1.64
buf+inv: 1 / 0.10
fa+ha+maj: 2 / 0.53
compound gates: 4 / 1.23
xor+xnor: 1 / 0.25
power groups by stage:
stage | sequential [mW] | clock [mW] | combinational, mW
6_report | 1.21 | 0.561 | 1.69
5_1_grt | 1.26 | 0.605 | 1.91
4_1_cts | 1.21 | 0.576 | 1.70
cell type report:
class / instances / area [sq um]
Sequential cell: 91 / 2370
Inverter: 22 / 82.6
Clock inverter: 7 / 67.6
Fill cell: 1695 / 11000
Timing Repair Buffer: 56 / 551
Tap cell: 225 / 282
Clock buffer: 9 / 225
Multi-Input combinational cell: 370 / 2740
through the flow:
step | power (mW) | utilization (%) | hold WS (ns) | std cells
global placement | 2.85 | 34.8 | 0.491 | 764
floorplan | 2.44 | - | 0.444 | 511
detailed placement | 2.91 | 34.8 | 0.493 | 764
finish | 3.46 | 36.5 | 0.498 | 780
global route | 3.78 | 36.5 | 0.531 | 780
CTS | 3.49 | 36.5 | 0.510 | 780
No activity file was given, so power comes from the tool's default toggle rates.

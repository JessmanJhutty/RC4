==> design/flow/design.v <==
module M10K_256_32( 
    output reg [31:0] q,
    input [31:0] d,
    input [7:0] write_address, read_address,
    input we, clk
);
    reg [31:0] mem [255:0]   ;
    always @ (posedge clk) begin
        if (we) begin
            mem[write_address] <= d;
        end
        q <= mem[read_address];  
    end
endmodule
==> design/flow/run.sh <==
#!/bin/bash
# OpenROAD 26Q1-2900-gdf79404cd8, Yosys 0.63+post, stock flow scripts
make -C /OpenROAD-flow-scripts/flow DESIGN_CONFIG=/design/flow/config.mk WORK_HOME=/design/flow/orfs finish
==> design/flow/config.mk <==
export PLATFORM = sky130hd
export DESIGN_NAME = M10K_256_32
export DESIGN_NICKNAME = M10K_256_32
export VERILOG_FILES = /design/flow/design.v
export SDC_FILE = /design/flow/constraint.sdc
export NUM_CORES = 4
export LEC_CHECK = 1
export CORE_UTILIZATION = 30
export SYNTH_MEMORY_MAX_BITS = 65536
==> design/flow/constraint.sdc <==
current_design M10K_256_32

set clk_period 23.9
set clk_io_pct 0.2

create_clock -name clk0 -period $clk_period [get_ports {clk}]

set non_clock_inputs [all_inputs -no_clocks]
set_input_delay [expr $clk_period * $clk_io_pct] -clock clk0 $non_clock_inputs
set_output_delay [expr $clk_period * $clk_io_pct] -clock clk0 [all_outputs]
==> flow_summary.ini <==
; yosys + openroad results
[outcome]
status = finished with violations
violated_checks = capacitance limit, slew limit

[synth]
synth.ff_latch_count = 8224
synth.cell_area_sq_um = 315700
ys.flop_type = edfxtp_1
synth-seq-area-share = 0.7813
yosys-top-cells-area = edfxtp_1 78%, mux4_2 11%, mux2i_1 3.9%, o221ai_1 1.1%, a21oi_1 0.50%
ys_chip_area_sq_um = 315700
synthesis.instances = 14435
edf_count = 8192
netlist-cell-type-count = 62
async_flop_share = 0
netlist.top_cell.by_area = edfxtp_1
synth-warning-count = 1
synth_area_per_cell_sq_um = 21.87
yosys-stat-cells = 14435
synth.top_cell.area_share = 0.7793

[detailed_routing]
drc = 0
wirelength_mm = 961.2
antenna_violating_nets_post_route = 0
detailroute.via_count = 155119
wl_per_cell_microns = 31.95
drtIter0Drc = 11059
post_drt_via_cell_ratio = 5.156
dr.pass1.iters = 5

[global_routing]
first_global_vias = 166862
overflow_left_after_global_routing = 0
grt_pass1_wl_mm = 1327
grt_start_max_net_pins = 127
grt_antenna_before_repair = 81
overall_global_routing_usage = 0.1940

[clocking]
tritoncts_clock_tree = yes
cts_made_buffers = 796
cts_buffer_depth = 4
htree_num_levels = 6
cts-resized-gates = 0
cts.clk_slew.worst_paths_ns = 0.06
root_buffer = clkbuf_16
cts_setup_buffers = 0
clock.latency.late_pin_ns = 1.17
postCtsHoldBufs = 0
clock_net_sink_count = 8224

[placed_design]
dp_hpwl_mm = 581.5
pre_cts_ws_ns = 12.78
gp_congestion = 0.9470
count_of_input_and_output_buffers = 81

[floorplanning]
core_util_floorplan = 0.3010
dieArea_sq_um = 1056000
core_sq_um = 1049000
num_rows = 376
die.size.x_mm = 1.028
die-height_mm = 1.028
ios = 82

[final_timing]
slew_headroom = -0.3167
final_min_period_over_clock_period = 0.4249
slew_viol_final = 22
rsz_0062_raised_after_global_routing = false
maxClockFrequency_mhz = 98.48
hold_violations = 0
timing.final.setup_violations = 0
timing_worst_slew_pin_value_ns = 1.954
clock_skew_ns = 0.08366
layout_setup_ws_ns = 13.75
finalSetupTns_ns = 0
finalCriticalPeriod_ns = 10.15

[worst_setup_path]
worstSetupStartpointType = input port
setup.worst_path.end_class = register
critical_path_arrival_ns = 11.20
worst-path-max-fanout = 45
crit_type = in2reg
worstPathRequired_ns = 24.95

[final_layout]
area_growth_pct = 15.37
final_layout_size_suffix_gt1_frac = 0.2548
top_cells_excl_fill_tap = 8,192 x edfxtp_1, 1,534 x mux4_2, 1,234 x mux2i_1
lay_top_count = edfxtp_1

[pwr]
ir_worst_vdd_mv = 0.08302
power_density_nw_per_um2 = 81.41
power_leakage_nw = 112.8

[hold_path]
hold_path.class = reg2reg

[job]
maxCapViolCount = 4
warning_count = 34
## cell families after synthesis
family          count (synthesis)  synth area share
flops                        8224            0.7813
mux                          2877            0.1529
compound gates               1422           0.03265
simple gates                 1008           0.01623
buf+inv                       904           0.01683
## metal layers
layer	wire length, microns	GRT usage
met2	434400	0.2801
met4	56100	0.08736
met1	271300	0.1843
met5	3315	0.02470
met3	196100	0.1796
## power breakdown
part | switching (mW) | leakage [nW] | internal [mW]
Combinational | 1.06 | 26.7 | 0.494
Clock | 5.40 | 12.2 | 6.75
Sequential | 0.0534 | 73.9 | 15.9
## synth_stat cells (28+ instances only)
cell       instances
nor2b_1           59
a2111oi_0         67
nand2b_1          53
mux4_2          1534
o211ai_1          35
o221ai_1         383
clkbuf_1         387
a221oi_1          97
buf_8             40
a211oi_1          74
dfxtp_1           32
o21ai_0           50
a22oi_1          131
nor3_1           139
mux2i_1         1234
a21oi_1          313
nor4_1            44
nor2_1           383
nand3_1           85
buf_1             56
nand2_1           63
buf_4            108
nand4_1           67
or3_1             28
buf_6            101
o22ai_1          181
buf_2            180
mux2_2            99
edfxtp_1        8192
## critical path, stage by stage
cell and delay, ns:
buf_16 0.28, buf_4 0.58, buf_4 0.61, buf_4 0.70, buf_4 0.62, mux2i_1 0.17
o22ai_1 0.18, a2111oi_0 0.10, a21oi_1 1.00, nand4_1 0.94, nor2_1 0.64, nor4bb_2 0.29
## registers in the layout, indices dropped and copies added (netlist names)
register and count:
q 32, mem 8192
## final timing paths
| kind | start | to | slack (ns) | cells after the start |
|---|---|---|---|---|
| max | read_address[0] | q[16] | 13.75 | 12 |
| min reg2reg | mem[131][25] | q[25] | 1.07 | 5 |
| max reg2reg | mem[113][21] | q[21] | 19.76 | 8 |
| min | mem[131][25] | q[25] | 1.07 | 5 |
## per-stage QoR
step	cells	hold WS, ns	power, mW	area, sq um	util
after floorplan	14435	0.8152	16.94	315700	-
after global placement	28540	1.019	17.79	338700	0.3230
after detailed placement	28553	1.038	17.81	338900	0.3232
after CTS	30014	1.043	29.80	364000	0.3471
after global routing	30052	1.136	30.42	364100	0.3472
final	30085	1.068	29.65	364200	0.3473
## final cells by class
| cell class | instances | area (sq um) |
|---|---|---|
| Sequential cell | 8224 | 246600 |
| Antenna cell | 69 | 172.7 |
| Inverter | 27 | 116.4 |
| Clock inverter | 456 | 4003 |
| Multi-Input combinational cell | 5307 | 66460 |
| Timing Repair Buffer | 1011 | 8245 |
| Clock buffer | 1005 | 21040 |
| Fill cell | 95062 | 684500 |
| Tap cell | 13986 | 17500 |
No activity file was given, so power comes from the tool's default toggle rates.
